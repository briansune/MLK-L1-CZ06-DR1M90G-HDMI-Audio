File: run.sh
#!/bin/bash
# OpenROAD 26Q1-2900-gdf79404cd8, Yosys 0.63+post, stock flow scripts
make -C /OpenROAD-flow-scripts/flow DESIGN_CONFIG=/design/flow/config.mk WORK_HOME=/design/flow/orfs finish
File: design.v
module tmds_channel (
	clk_pixel,
	video_data,
	data_island_data,
	control_data,
	mode,
	tmds
);
	reg _sv2v_0;
	parameter signed [31:0] CN = 0;
	input wire clk_pixel;
	input wire [7:0] video_data;
	input wire [3:0] data_island_data;
	input wire [1:0] control_data;
	input wire [2:0] mode;
	output reg [9:0] tmds = 10'b1101010100;
	reg signed [4:0] acc = 5'sd0;
	reg [8:0] q_m;
	reg [9:0] q_out;
	wire [9:0] video_coding;
	assign video_coding = q_out;
	reg [3:0] N1D;
	reg signed [4:0] N1q_m07;
	reg signed [4:0] N0q_m07;
	always @(*) begin
		if (_sv2v_0)
			;
		N1D = ((((((video_data[0] + video_data[1]) + video_data[2]) + video_data[3]) + video_data[4]) + video_data[5]) + video_data[6]) + video_data[7];
		case (((((((q_m[0] + q_m[1]) + q_m[2]) + q_m[3]) + q_m[4]) + q_m[5]) + q_m[6]) + q_m[7])
			4'b0000: N1q_m07 = 5'sd0;
			4'b0001: N1q_m07 = 5'sd1;
			4'b0010: N1q_m07 = 5'sd2;
			4'b0011: N1q_m07 = 5'sd3;
			4'b0100: N1q_m07 = 5'sd4;
			4'b0101: N1q_m07 = 5'sd5;
			4'b0110: N1q_m07 = 5'sd6;
			4'b0111: N1q_m07 = 5'sd7;
			4'b1000: N1q_m07 = 5'sd8;
			default: N1q_m07 = 5'sd0;
		endcase
		N0q_m07 = 5'sd8 - N1q_m07;
	end
	reg signed [4:0] acc_add;
	integer i;
	always @(*) begin
		if (_sv2v_0)
			;
		if ((N1D > 4'd4) || ((N1D == 4'd4) && (video_data[0] == 1'd0))) begin
			q_m[0] = video_data[0];
			for (i = 0; i < 7; i = i + 1)
				q_m[i + 1] = q_m[i] ~^ video_data[i + 1];
			q_m[8] = 1'b0;
		end
		else begin
			q_m[0] = video_data[0];
			for (i = 0; i < 7; i = i + 1)
				q_m[i + 1] = q_m[i] ^ video_data[i + 1];
			q_m[8] = 1'b1;
		end
		if ((acc == 5'sd0) || (N1q_m07 == N0q_m07)) begin
			if (q_m[8]) begin
				acc_add = N1q_m07 - N0q_m07;
				q_out = {~q_m[8], q_m[8], q_m[7:0]};
			end
			else begin
				acc_add = N0q_m07 - N1q_m07;
				q_out = {~q_m[8], q_m[8], ~q_m[7:0]};
			end
		end
		else if (((acc > 5'sd0) && (N1q_m07 > N0q_m07)) || ((acc < 5'sd0) && (N1q_m07 < N0q_m07))) begin
			q_out = {1'b1, q_m[8], ~q_m[7:0]};
			acc_add = (N0q_m07 - N1q_m07) + (q_m[8] ? 5'sd2 : 5'sd0);
		end
		else begin
			q_out = {1'b0, q_m[8], q_m[7:0]};
			acc_add = (N1q_m07 - N0q_m07) - (~q_m[8] ? 5'sd2 : 5'sd0);
		end
	end
	always @(posedge clk_pixel) acc <= (mode != 3'd1 ? 5'sd0 : acc + acc_add);
	reg [9:0] control_coding;
	always @(*) begin
		if (_sv2v_0)
			;
		(* full_case, parallel_case *)
		case (control_data)
			2'b00: control_coding = 10'b1101010100;
			2'b01: control_coding = 10'b0010101011;
			2'b10: control_coding = 10'b0101010100;
			2'b11: control_coding = 10'b1010101011;
		endcase
	end
	reg [9:0] terc4_coding;
	always @(*) begin
		if (_sv2v_0)
			;
		(* full_case, parallel_case *)
		case (data_island_data)
			4'b0000: terc4_coding = 10'b1010011100;
			4'b0001: terc4_coding = 10'b1001100011;
			4'b0010: terc4_coding = 10'b1011100100;
			4'b0011: terc4_coding = 10'b1011100010;
			4'b0100: terc4_coding = 10'b0101110001;
			4'b0101: terc4_coding = 10'b0100011110;
			4'b0110: terc4_coding = 10'b0110001110;
			4'b0111: terc4_coding = 10'b0100111100;
			4'b1000: terc4_coding = 10'b1011001100;
			4'b1001: terc4_coding = 10'b0100111001;
			4'b1010: terc4_coding = 10'b0110011100;
			4'b1011: terc4_coding = 10'b1011000110;
			4'b1100: terc4_coding = 10'b1010001110;
			4'b1101: terc4_coding = 10'b1001110001;
			4'b1110: terc4_coding = 10'b0101100011;
			4'b1111: terc4_coding = 10'b1011000011;
		endcase
	end
	wire [9:0] video_guard_band;
	generate
		if ((CN == 0) || (CN == 2)) begin : genblk1
			assign video_guard_band = 10'b1011001100;
		end
		else begin : genblk1
			assign video_guard_band = 10'b0100110011;
		end
	endgenerate
	wire [9:0] data_guard_band;
	generate
		if ((CN == 1) || (CN == 2)) begin : genblk2
			assign data_guard_band = 10'b0100110011;
		end
		else begin : genblk2
			assign data_guard_band = (control_data == 2'b00 ? 10'b1010001110 : (control_data == 2'b01 ? 10'b1001110001 : (control_data == 2'b10 ? 10'b0101100011 : 10'b1011000011)));
		end
	endgenerate
	always @(posedge clk_pixel)
		case (mode)
			3'd0: tmds <= control_coding;
			3'd1: tmds <= video_coding;
			3'd2: tmds <= video_guard_band;
			3'd3: tmds <= terc4_coding;
			3'd4: tmds <= data_guard_band;
		endcase
	initial _sv2v_0 = 0;
endmodule
File: constraint.sdc
current_design tmds_channel

set clk_period 10.3
set clk_io_pct 0.2

create_clock -name clk0 -period $clk_period [get_ports {clk_pixel}]

set non_clock_inputs [all_inputs -no_clocks]
set_input_delay [expr $clk_period * $clk_io_pct] -clock clk0 $non_clock_inputs
set_output_delay [expr $clk_period * $clk_io_pct] -clock clk0 [all_outputs]
File: config.mk
export PLATFORM = sky130hd
export DESIGN_NAME = tmds_channel
export DESIGN_NICKNAME = tmds_channel
export VERILOG_FILES = /design/flow/design.v
export SDC_FILE = /design/flow/constraint.sdc
export NUM_CORES = 4
export LEC_CHECK = 1
export CORE_UTILIZATION = 40
==> out/results.env <==
MOST_INSTANTIATED_LIBRARY_CELL_AFTER_SYNTHESIS='ha_1'
WORST_SETUP_PATH_END_KIND='flop'
TRITONCTS_CLOCK_TREE='built'
CTS.SINK_COUNT=14
VIAS_PER_INST=5.29
FINAL.SETUP.WORST_SLACK_NS=0.517
MAX_FREQ_GHz=0.102
PIN_COUNT=28
DIEHEIGHT_UM=81.9
AREA_GROWTH_PCT=28.3
PRE_CTS_SLACK_NS=-0.255
FILLCELLCOUNT=556
YOSYS.CELL_TYPES.COUNT=63
CRITICAL_PATH.MAX_STAGE_DELAY_NS=0.56
NUMPORTBUFFERS=27
SYNTH_AREA_UM2=2550
GRT_MAX_DEGREE=20
HOLD_VIOL_FINAL=0
TOP_CELL_AREA_SHARE=0.142
FINAL_CELL_AREA_UM2=3270
FINAL-MAX-SLEW-VIOLATION-COUNT=0
CTS-ROOT-TO-SINK-BUFFERS=2
CTSHOLDBUFFERS=0
PLACE.DETAILED.INSTANCES=431
GRT_SETUP_UNREPAIRED='false'
FINALNONFILLERCELLS=441
DRT_PRE_ANTENNA_ITERS=4
GP_CONGESTION=0.895
GRT_PASS1_WL_MM=9.51
TOOL_WARNINGS=39
CRITICAL_PATH_CLASS='in2reg'
POST_SYNTH_MAIN_AREA_CONTRIBUTORS='ha_1 14%, edfxtp_1 12%, fa_1 7.1%'
HPWL_DETAILED_MM=4.66
DESIGN.CORE.AREA_UM2=6030
POST-ROUTE-MIN-PERIOD_NS=9.78
FIRST_ITER_VIOLATIONS=198
YOSYS_REGISTER_BITS=14
WORSTPATHREQUIRED_NS=10.43
SYNTHCELLS=317
FINAL-SETUP-VIOL-COUNT=0
MAX_CAP_VIOLATIONS=0
NUM_ANTENNA_CELLS=0
SYNTH-ASYNC-RESET-RATIO=0
NUMCTSBUFFERS=3
CLOCK_TREE.ROOT_CELL='clkbuf_8'
TOP_CELLS_BY_COUNT='29 x ha_1, 26 x a21oi_1, 25 x nor2_1'
STATUS='complete, no violations'
ARRIVAL_WORST_ENDPOINT_NS=9.91
CP_MAX_FO=5
MOST_NUMEROUS_CELL_ON_THE_CRITICAL_PATH='fa_1'
WARNINGS_FROM_YOSYS=1
FINAL.PERIOD_UTILIZATION=0.950
TIGHTESTPINTRANSITION_NS=0.588
INITIAL_UTILIZATION=0.423
FINCLKSKEW_NS=0.00715
SYNTHDOMINANTAREACELLTYPE='ha_1'
POSTSYNTHSEQSHARE=0.149
FF_TYPE='edfxtp_1'
CRIT_PATH_START_KIND='input pin'
FIRST_GLOBAL_VIAS=2103
RRSETUPSLACK_NS=7.54
YS_CELLS=317
CLOCK_LATENCY_ON_THE_WORST_SKEW_PAIR_NS=0.24
TIMING.CRITICAL_PATH.SLOWEST_STAGE_CELL='fa_1'
HOLDCRITPATHCLASS='reg2reg'
POST_SYNTH.CELL_AREA_AVG_UM2=8.05
POSTROUTEANTENNANETS=0
NUM_VIAS=2331
PLACEMENT_STAGE_CELL_AREA_UM2=3090
NUM_ROWS=28
SYNTH.YOSYS.CHIP_AREA_UM2=2550
DRCVIOLATIONCOUNT=0
DIE_W_UM=81.9
DIEAREA_UM2=6700
H-TREE-DEPTH=1
DRIVE_ABOVE_1_SHARE=0.210
GRT_OVERFLOW=0
DETAIL_ROUTE.WL_PER_CELL_UM=13.2
SYNTH-EDFF-COUNT=10
ROUTED_WL_MM=5.81
MAX-SLEW-MARGIN-REL=0.605
CTS.REPORTEDPATHS.CLKPINSLEW_NS=0.06
NUMBER_OF_ANTENNA_VIOLATIONS_AT_THE_FIRST_CHECK_IN_GLOBAL_ROUTING=0
GRT_UTIL_ALL_LAYERS=0.184
worst max-delay path: cells and delay by family:
family	cells	cell delay [ns]
simple gates	6	0.58
compound gates	8	1.43
xor+xnor	2	0.36
buf+inv	6	0.45
fa+ha+maj	12	5.04
cell type report:
type / count / area [um2] / area share
Multi-Input combinational cell: 259 / 2090 / 0.640
Timing Repair Buffer: 63 / 552 / 0.169
Sequential cell: 14 / 380 / 0.116
Inverter: 26 / 97.6 / 0.0298
Tap cell: 75 / 93.8 / 0.0287
Clock buffer: 4 / 55.1 / 0.0168
through the flow:
stage          hold slack, ns  setup TNS [ns]  utilization
2_1_floorplan           0.566               0            -
3_3_place_gp            0.604          -0.236        0.513
3_5_place_dp            0.594          -0.571        0.513
4_1_cts                 0.617               0        0.524
5_1_grt                 0.664               0        0.543
6_report                0.622               0        0.543
sequential cells by signal, indices dropped and copies added (netlist names):
signal,cells
tmds,10
acc,4
layer usage:
layer  wire length [um]  track usage  part of all wire  vias to the layer above
li1                   -            -                 -                     1220
met1               3070        0.305              0.53                     1053
met2               2490        0.275              0.43                       58
met3                255       0.0113             0.044                        0
met4                  0       0.0175                 0                        0
met5                  0            0                 0                        -
cell families (layout without fill, tap and decap cells):
logic type               Yosys count  after routing  share of synthesized area
AND-OR/OR-AND                     88             88                      0.230
XOR/XNOR                          29             29                      0.130
adder cells (fa/ha/maj)           38             38                      0.213
buffers and inverters             44             93                     0.0701
flip-flops                        14             14                      0.149
multiplexers                       3              3                     0.0118
AND/OR/NAND/NOR                  101            101                      0.196
repair_timing:
item,4_1_cts,5_1_grt
resized,1,19
setup buffers,0,6
endpoints found under the setup margin,1,5
pin swaps,0,24
cells in the final DEF, fill, tap and decap left out, types with 12 or more instances in the layout:
cell,n
nor3_1,12
ha_1,26
xnor2_1,12
nor2_1,25
o21ai_0,12
inv_1,22
clkdlybuf4s50_1,24
a21oi_1,24
buf_4,35
nand2_1,19
final timing paths:
path | start | to | cells past startpoint
hold reg to reg | acc[1] | acc[1] | 2
hold / removal | acc[1] | acc[1] | 2
setup / recovery | video_data[3] | acc[4] | 34
setup reg to reg | acc[2] | acc[4] | 12
