[./config.mk]
export PLATFORM = sky130hd
export DESIGN_NAME = packet_assembler
export DESIGN_NICKNAME = packet_assembler
export VERILOG_FILES = /design/flow/design.v
export SDC_FILE = /design/flow/constraint.sdc
export NUM_CORES = 4
export LEC_CHECK = 1
export CORE_AREA = 10 10 181 181
export DIE_AREA = 0 0 191 191
[./constraint.sdc]
current_design packet_assembler

set clk_period 7.5
set clk_io_pct 0.2

create_clock -name clk0 -period $clk_period [get_ports {clk_pixel}]

set non_clock_inputs [all_inputs -no_clocks]
set_input_delay [expr $clk_period * $clk_io_pct] -clock clk0 $non_clock_inputs
set_output_delay [expr $clk_period * $clk_io_pct] -clock clk0 [all_outputs]
[./design.v]
module packet_assembler (
	clk_pixel,
	reset,
	data_island_period,
	header,
	sub,
	packet_data,
	counter
);
	input wire clk_pixel;
	input wire reset;
	input wire data_island_period;
	input wire [23:0] header;
	input wire [223:0] sub;
	output wire [8:0] packet_data;
	output reg [4:0] counter = 5'd0;
	always @(posedge clk_pixel)
		if (reset)
			counter <= 5'd0;
		else if (data_island_period)
			counter <= counter + 5'd1;
	wire [5:0] counter_t2 = {counter, 1'b0};
	wire [5:0] counter_t2_p1 = {counter, 1'b1};
	reg [39:0] parity = 40'h0000000000;
	wire [63:0] bch [3:0];
	assign bch[0] = {parity[0+:8], sub[0+:56]};
	assign bch[1] = {parity[8+:8], sub[56+:56]};
	assign bch[2] = {parity[16+:8], sub[112+:56]};
	assign bch[3] = {parity[24+:8], sub[168+:56]};
	wire [31:0] bch4 = {parity[32+:8], header};
	assign packet_data = {bch[3][counter_t2_p1], bch[2][counter_t2_p1], bch[1][counter_t2_p1], bch[0][counter_t2_p1], bch[3][counter_t2], bch[2][counter_t2], bch[1][counter_t2], bch[0][counter_t2], bch4[counter]};
	function automatic [7:0] next_ecc;
		input [7:0] ecc;
		input [7:0] next_bch_bit;
		next_ecc = (ecc >> 1) ^ (ecc[0] ^ next_bch_bit ? 8'b10000011 : 8'd0);
	endfunction
	wire [7:0] parity_next [4:0];
	wire [31:0] parity_next_next;
	genvar _gv_i_1;
	generate
		for (_gv_i_1 = 0; _gv_i_1 < 5; _gv_i_1 = _gv_i_1 + 1) begin : parity_calc
			localparam i = _gv_i_1;
			if (i == 4) begin : genblk1
				assign parity_next[i] = next_ecc(parity[i * 8+:8], header[counter]);
			end
			else begin : genblk1
				assign parity_next[i] = next_ecc(parity[i * 8+:8], sub[(i * 56) + counter_t2]);
				assign parity_next_next[i * 8+:8] = next_ecc(parity_next[i], sub[(i * 56) + counter_t2_p1]);
			end
		end
	endgenerate
	always @(posedge clk_pixel)
		if (reset)
			parity <= 40'h0000000000;
		else if (data_island_period) begin
			if (counter < 5'd28) begin
				parity[0+:32] <= parity_next_next;
				if (counter < 5'd24)
					parity[32+:8] <= parity_next[4];
			end
			else if (counter == 5'd31)
				parity <= 40'h0000000000;
		end
		else
			parity <= 40'h0000000000;
endmodule
[./run.sh]
#!/bin/bash
# OpenROAD 26Q1-2900-gdf79404cd8, Yosys 0.63+post, stock flow scripts
make -C /OpenROAD-flow-scripts/flow DESIGN_CONFIG=/design/flow/config.mk WORK_HOME=/design/flow/orfs finish
==> qor.log <==
[clock_tree] root buffer cell clkbuf_16
[clock_tree] clk slew on worst S/H paths 60 ps
[sta] Worst Skew 2.42 ps
[pwr] peak supply drop 0.0824 mV
[global_route] Congestion Overflow GR 0
[min_path] hold crit path type reg -> reg
[sta] final hold slack 491 ps
[clock_tree] total setup buffers inserted after CTS 0
[placement] input/output buffers 264
[final_layout] post-layout utilization of the core 26.7%
[logic_synthesis] Yosys Chip Area 4610 sq um
[setup_path] Critical Path Start Type input pin
[clock_tree] cells resized by post-CTS repair 0
[logic_synthesis] Post-synth seq share 19.6%
[logic_synthesis] ys cells 463
[setup_path] CP max FO 3
[logic_synthesis] most frequently used flop master after synthesis dfxtp_1
[clock_tree] clk latency late pin 290 ps
[pwr] Static Leak 2.64 nW
[logic_synthesis] Post-Synthesis Mean Instance Area 9.95 sq um
[clock_tree] clock tree from TritonCTS built
[logic_synthesis] Synthesized registers 45
[sta] final setup violation count 0
[clock_tree] CTS buffer count 5
[logic_synthesis] number of flops mapped to enable cells by yosys 0
[clock_tree] sinks on the clock net 45
[sta] Max transition margin 49.6%
[sta] post-layout period usage of the worst path 70.2%
[floorplan] horizontal die size 191 um
[logic_synthesis] Post-Synthesis Cells 463
[routing] number of design-rule violations left by the first detailed-router iteration 334
[setup_path] Worst EP arrival 3760 ps
[logic_synthesis] dominant cells by area after synthesis dfxtp_1, mux4_2, mux2i_1, mux4_1, a21oi_1
[final_layout] proportion of layout cells with a drive suffix above 1 11.4%
[sta] number of failing hold endpoints at the final stage 0
[setup_path] critical path buffer and inverter count 2
[routing] number of vias in the routed layout 4784
[setup_path] sort of element at the end of the critical path output pin
[sta] sum of negative setup slack 0 ps
[pwr] areal power density over the cells 125 nW/um^2
[sta] highest attainable clock frequency 190 MHz
[floorplan] die boundary height 191 um
[sta] post-route worst setup slack 2240 ps
[routing] number of DRC violations after detailed routing 0
[setup_path] Crit path required time 6000 ps
[floorplan] die area 36500 sq um
[global_route] antenna violations before repair 1
[global_route] maximum number of pins on one net before global-route repair 45
[setup_path] kind of critical path in -> out
[run] number of warnings in the stage logs 25
[floorplan] placeable core area 28800 sq um
[setup_path] most repeated library cell on the critical path clkdlybuf4s50_1
[sta] Final Max Slew Viols 0
[logic_synthesis] Dominant cell area share 19.6%
[setup_path] slowest library cell on the worst path mux4_1
[global_route] total track usage 11.7%
[routing] vias per cell 4.40
[setup_path] cell family with most CP delay buffers and inverters
[placement] Post-DP HPWL 18000 um
[logic_synthesis] tally of unique sky130hd cells used after synthesis 53
[setup_path] Largest stage delay, worst path 490 ps
[clock_tree] number of H-tree levels 2
[sta] RSZ-0062 raised after global routing false
[logic_synthesis] share of async-settable or async-resettable flops after synthesis 0%
[final_layout] area growth from synthesis to layout 67.0%
[outcome] run status complete, no violations
[sta] transition time of the tightest slew-check pin 756 ps
[run] MaxCap Viol Count 0
[routing] detailed-route wire length 21900 um
[placement] final weighted congestion in routability-driven placement 0.900
[global_route] via count of the first global-routing pass 5036
[routing] number of detailed-route iterations in the first pass 6
[routing] Diodes inserted 0
[routing] wire per inst 20.1 um
[setup_path] cell-by-cell trace of the critical path clkdlybuf4s50_1 -> mux4_1 -> mux2_2 -> o21ai_1 -> o22ai_1 -> o21bai_1 -> clkdlybuf4s50_1
[global_route] first-pass GRT wire length 31900 um
[routing] post-detailed-route count of antenna-violating nets 0
[logic_synthesis] Yosys top cell by area dfxtp_1
[floorplan] starting density of the core 16.0%
[floorplan] number of I/O pins 265
[sta] final critical delay including setup and external delays 5260 ps
[placement] Place WS 2190 ps
[clock_tree] maximum root-to-sink buffer count 2
[logic_synthesis] area of the mapped netlist 4610 sq um
[clock_tree] count of hold buffers inserted by post-cts repair 0
[floorplan] number of cell rows 62
[logic_synthesis] Yosys warning total 1
per-stage QoR:
step	cells	total power, mW	cell area, sq um
floorplan	463	0.511	4610
global placement	1079	0.702	7510
detailed placement	1079	0.703	7510
CTS	1087	0.976	7690
global route	1087	1.02	7690
finish	1087	0.965	7690
power by group:
group	switching (mW)	leakage [nW]	internal (mW)	total, mW
combinational	0.149	2.18	0.259	0.408
sequential	0.0286	0.368	0.257	0.286
clock	0.0947	0.0920	0.177	0.272
worst reg2reg max path: stages (launching register included):
cell and delay, ps:
dfxtp_4 800, buf_4 740, and3b_1 420, a22oi_1 180, a21oi_1 330, a211oi_2 90, xnor2_1 270, xnor2_1 220
xor2_1 180, o21ai_1 70
logic make-up after synthesis:
family,after synthesis,share of synthesized area [%]
fa+ha+maj,2,0.543
flops,45,19.6
buf+inv,44,6.79
xor+xnor,28,5.49
compound gates,111,17.1
mux,110,37.6
simple gates,123,13.0
final cells by class:
class,count,area (sq um)
Fill cell,3026,21100
Multi-Input combinational cell,374,3390
Timing Repair Buffer,274,2720
Sequential cell,45,910
Tap cell,384,480
Clock buffer,6,150
Clock inverter,2,35.0
Inverter,2,7.51
layout by cell type (no fill, tap or decap), types with 6 or more instances in the layout:
master	netlist	routed
a211oi_1	12	12
a21oi_1	37	37
a22oi_1	21	21
and3_1	27	27
buf_4	1	10
clkbuf_16	0	6
clkdlybuf4s50_1	0	264
dfxtp_1	45	42
mux2i_1	56	56
mux4_1	8	8
mux4_2	39	39
nand2_1	28	28
nor2_1	43	43
o21ai_1	7	7
o221ai_1	6	6
o22ai_1	6	6
xnor2_1	16	16
xor2_1	11	11
synth_stat cells (2+ instances only):
| library cell | count |
|---|---|
| and3_1 | 27 |
| a22oi_1 | 21 |
| xor2_1 | 11 |
| dfxtp_1 | 45 |
| buf_1 | 3 |
| and2_1 | 2 |
| ha_1 | 2 |
| nand2b_1 | 2 |
| a211oi_1 | 12 |
| buf_12 | 4 |
| clkbuf_1 | 17 |
| mux2_2 | 5 |
| a32oi_1 | 4 |
| buf_6 | 6 |
| xnor2_1 | 16 |
| nand2_1 | 28 |
| mux2i_1 | 56 |
| nor2_1 | 43 |
| a211oi_2 | 3 |
| nand3b_1 | 2 |
| a21oi_1 | 37 |
| inv_1 | 2 |
| nor3_1 | 3 |
| a221oi_2 | 5 |
| o21ai_1 | 7 |
| buf_8 | 2 |
| o221ai_1 | 6 |
| o22ai_1 | 6 |
| o21a_1 | 3 |
| nor2b_1 | 4 |
| mux4_1 | 8 |
| buf_2 | 9 |
| mux4_2 | 39 |
| nand3_1 | 4 |
metal layers:
| metal | vias to the layer above | wire [um] | global-route usage (%) |
|---|---|---|---|
| li1 | 2279 | - | - |
| met1 | 2278 | 9230 | 15.4 |
| met4 | 0 | 166 | 0.757 |
| met5 | - | 0 | 0 |
| met3 | 13 | 2240 | 4.00 |
| met2 | 214 | 10300 | 19.1 |
final timing paths:
path / startpoint / to / slack (ps) / cells after the start
worst max register to register: counter[1] / parity[9] / 4090 / 9
worst min register to register: parity[17] / parity[17] / 490 / 2
worst max-delay path: header[6] / packet_data[0] / 2240 / 7
worst min-delay path: parity[17] / parity[17] / 490 / 2
sequential cells by signal, indices dropped and copies added, names as in the netlist:
| signal | cells |
|---|---|
| counter | 5 |
| parity | 40 |
Power is estimated from default activity; no workload was simulated.
